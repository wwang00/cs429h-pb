### /design/flow/config.mk
export PLATFORM = sky130hd
export DESIGN_NAME = ppm_decoder
export DESIGN_NICKNAME = ppm_decoder
export VERILOG_FILES = /design/flow/design.v
export SDC_FILE = /design/flow/constraint.sdc
export NUM_CORES = 4
export LEC_CHECK = 1
export CORE_UTILIZATION = 40
export SYNTH_HDL_FRONTEND = slang
### /design/flow/design.v
module ppm_decoder(clk, rst, ppm, ch);
input logic clk;
input logic rst;
input logic ppm;
output logic [11:0] ch [0:12] = '{default:12'b0};
logic [11:0] ch1 [0:12] = '{default:12'b0};
logic [11:0] ch2 [0:12] = '{default:12'b0};
logic [11:0] ch3 [0:12] = '{default:12'b0};
logic [63:0] micros = 63'b0;
logic [63:0] t0 = 63'b0;
wire [63:0] dt = micros - t0;
logic last_ppm = 1'b1;
logic [3:0] chi = 4'b0;
always @(posedge clk) begin
	if(~rst) begin
		ch <= '{default:12'b0};
		micros <= 63'b0;
		t0 <= 63'b0;
		last_ppm <= 1'b1;
		chi <= 4'b0;
	end else begin
		last_ppm <= ppm;
		if(ppm & ~last_ppm) begin
			t0 <= micros;
			if(dt > 5000) begin
				chi <= 4'b0;
			end else begin
				ch[chi] <= (
					(ch1[chi] <= ch2[chi]) && (ch2[chi] <= ch3[chi]) ? ch2[chi] :
					(ch1[chi] <= ch3[chi]) && (ch3[chi] <= ch2[chi]) ? ch3[chi] :
					(ch2[chi] <= ch1[chi]) && (ch1[chi] <= ch3[chi]) ? ch1[chi] :
					(ch2[chi] <= ch3[chi]) && (ch3[chi] <= ch1[chi]) ? ch3[chi] :
					(ch3[chi] <= ch1[chi]) && (ch1[chi] <= ch2[chi]) ? ch1[chi] :
					                                                   ch2[chi]
				);
				ch1[chi] <= (
					dt[11:0] < 1000 ? 12'd0 :
					dt[11:0] >= 2000 ? 12'd999 :
					dt[11:0] - 1000
				);
				ch2[chi] <= ch1[chi];
				ch3[chi] <= ch2[chi];
				chi <= chi + 1;
			end
		end
		micros <= micros + 1;
	end
end
endmodule
### /design/flow/constraint.sdc
current_design ppm_decoder

set clk_period 17.4
set clk_io_pct 0.2

create_clock -name clk0 -period $clk_period [get_ports {clk}]

set non_clock_inputs [all_inputs -no_clocks]
set_input_delay [expr $clk_period * $clk_io_pct] -clock clk0 $non_clock_inputs
set_output_delay [expr $clk_period * $clk_io_pct] -clock clk0 [all_outputs]
### /design/flow/run.sh
#!/bin/bash
# OpenROAD 26Q1-2900-gdf79404cd8, Yosys 0.63+post, stock flow scripts
make -C /OpenROAD-flow-scripts/flow DESIGN_CONFIG=/design/flow/config.mk WORK_HOME=/design/flow/orfs finish
==> impl_metrics.yaml <==
# generated from flow reports
status:
  status: "finished, final reports clean"
detailed_routing:
  wl_um: 90300
  vias_per_cell: 5.48
  drtIter0Drc: 1172
  route.detailed.drc: 0
  routedWlPerCell_um: 21.2
  antennaDiodeCount: 0
  ant_nets: 0
  firstDrtPassIters: 5
  vias: 23300
die:
  fp_util_pct: 40.4
  die.size.y_um: 298
  rows: 108
  die_area_um2: 88700
  core_um2: 86800
  die_x_um: 298
  io-pin-count: 159
global_route:
  grt_pass1_vias: 23800
  grt_pass1_wl_um: 140000
  grt_usage_pct: 21.8
  gr-total-overflow: 0
  antenna_found_initial: 1
  grt_start_max_net_pins: 80
final_timing:
  fin_crit_ps: 7500
  skew_ps: 50.9
  max_slew_margin_pct: 38.7
  tns_ps: 0
  worst_slew_pin_slew_ps: 916
  slew_viol_final: 0
  hold_viol: 0
  fmax_mhz: 133
  rsz0062_at_grt: "false"
  fin_crit_sh_pct: 43.1
  finalSetupViolations: 0
  worst_hold_slack_ps: 453
critical_path:
  rrSetupSlack_ps: 10720
  start_kind: "input port"
  worstPathRequired_ps: 17940
  path_class: "in2reg"
  worst_r2r_endpoint: "ch[56]$_SDFFE_PN0P_"
  cp_max_fo: 65
  arrival_ps: 8040
  endpoint_kind: "register"
  ff2ff_path_depth: 17
yosys:
  yosysChipArea_um2: 35000
  ys.flop_type: "edfxtp_1"
  yosysWarnings: 0
  synthesis.area_um2: 35000
  syn_inst: 2888
  syn_avg_cell_area_um2: 12.1
  edf_count: 468
  ys.flops: 761
  synthDistinctLibCells: 85
  yosys_cells: 2888
  ys_async_sr_fraction_pct: 0
  ys_seq_share_pct: 56.9
pwr:
  vdd_drop_max_v: 0.0000791
  leakage_nw: 14.9
  p_per_area_nw_per_um2: 93.0
clock_network:
  post_cts_buffers: 0
  h-tree-depth: 3
  cts_sinks: 761
  cts-resized-gates: 0
  clk_pin_slew_worst_paths_ps: 60
  cts_max_path_buffers: 3
  cts_root_buf: "clkbuf_16"
  cts_tree: "built"
  cts_hold_buf: 0
  clock_latency_ps: 650
  cts-buffers-inserted: 77
worst_hold_path:
  whs_path_depth: 2
  holdCritStartpoint: "t0[25]$_SDFFE_PN0P_"
  hold_class: "reg2reg"
  hold_end: "t0[25]$_SDFFE_PN0P_"
placement:
  gp_congestion: 0.912
  placedInstanceArea_um2: 37900
  dp.final_hpwl_um: 59700
  portBuffers: 158
run:
  warning_count: 29
  cap_violations: 0
layout:
  syn_to_final_growth_pct: 15.9
  final_common_cell: "edfxtp_1"
  design_area_um2: 40600
  final_layout_size_suffix_gt1_share_pct: 11.9
  layout_top_cells: "edfxtp_1 (468), nand2_1 (445), dfxtp_1 (289)"
  fillers: 7520
stage by stage:
| step | setup slack [ps] | power (W) | instances | util (%) |
|---|---|---|---|---|
| detailed placement | 9230 | 0.00211 | 4111 | 43.7 |
| global placement | 9260 | 0.00210 | 4111 | 43.7 |
| finish | 9900 | 0.00378 | 4251 | 46.8 |
| CTS | 9920 | 0.00381 | 4251 | 46.8 |
| global route | 9490 | 0.00390 | 4251 | 46.8 |
| floorplan | 7940 | 0.00206 | 2900 | - |
synthesized netlist by cell type (24+ instances only):
library cell | n | area [um^2]
edfxtp_1 | 468 | 14100
nand2_1 | 445 | 1670
dfxtp_1 | 293 | 5870
a21oi_1 | 198 | 991
mux2i_1 | 173 | 1730
nor2_1 | 137 | 514
mux4_2 | 131 | 2950
inv_1 | 125 | 469
clkbuf_1 | 119 | 447
ha_1 | 106 | 1330
o21ai_0 | 82 | 410
xor2_1 | 62 | 543
nand4_1 | 53 | 332
nand3_1 | 43 | 215
xnor2_1 | 34 | 298
a21o_1 | 31 | 233
and3_1 | 24 | 150
nor3_1 | 24 | 120
area by class of cell:
cell class / count / area (um^2) / area share, %
multi-input cells: 1852 / 14100 / 34.6
flip-flops and latches: 761 / 19900 / 49.1
inverters: 126 / 475 / 1.17
clock inverters: 41 / 554 / 1.37
well taps: 1155 / 1450 / 3.56
repair buffers: 217 / 2020 / 4.98
clock buffers: 99 / 2120 / 5.23
kinds of logic (layout without fill, tap and decap cells):
family	Yosys count	after routing	synth area share (%)
simple gates	849	849	11.4
flops	761	761	56.9
compound gates	475	475	8.46
buf+inv	287	483	3.38
xor+xnor	96	96	2.40
mux	312	312	13.6
other cells	1	13	0.0107
fa+ha+maj	107	107	3.84
worst max-delay path, cell delays in order:
cell and delay (ps):
clkdlybuf4s50_1 510, nor2b_4 140, buf_4 550, o21ai_0 180, a221oi_1 250, o2111ai_1 160
a211oi_1 330, nand4_1 130, nor4_1 200, nand2_1 90, or4_4 430, nor4_4 130
buf_4 380, and4b_1 770, mux2i_1 260
where the power goes:
group          switching, W  leakage [nW]  internal (W)
clock network      0.000712          1.30      0.000995
registers        0.00000130          6.59       0.00192
logic             0.0000999          7.04     0.0000461
worst max path at each step:
stage	cells past startpoint	to	slack [ps]	from
final	15	ch[138]$_SDFFE_PN0P_	9900	ppm
after CTS	15	ch[138]$_SDFFE_PN0P_	9920	ppm
after global routing	15	ch1[1][0]$_DFFE_PP_	9490	ppm
per-layer routing:
layer	GRT usage (%)	share of wire, %
met1	29.9	40
met3	8.77	8.6
met4	5.19	2.8
met5	0	0
met2	34.0	49
sequential cells by signal, summed over array words and instances (netlist names), named ones only:
register,count
ch2,156
ch,156
ch1,156
micros,64
chi,4
ch3,156
last_ppm,1
t0,64
Power figures rest on the tool's default switching activity, not on a simulated workload.
