===== design/flow/design.v =====
module pwm_encoder(clk, rst, val, pwm);
input logic clk;
input logic rst;
input logic [11:0] val [0:3];
output logic [3:0] pwm = 4'b0;
logic [63:0] micros = 63'b0;
logic [63:0] t0 = 63'b0;
wire [63:0] dt = micros - t0;
always @(posedge clk) begin
	if(~rst) begin
		pwm <= 4'b0;
		micros <= 63'b0;
		t0 <= 63'b0;
	end else begin
		if(dt > 2083) begin
			t0 <= micros;
			pwm <= 4'b1111;
		end else begin
			if(dt > val[0] + 1000) begin
				pwm[0] <= 1'b0;
			end			
			if(dt > val[1] + 1000) begin
				pwm[1] <= 1'b0;
			end
			if(dt > val[2] + 1000) begin
				pwm[2] <= 1'b0;
			end
			if(dt > val[3] + 1000) begin
				pwm[3] <= 1'b0;
			end
		end
		micros <= micros + 1;
	end
end
endmodule

===== design/flow/run.sh =====
#!/bin/bash
# OpenROAD 26Q1-2900-gdf79404cd8, Yosys 0.63+post, stock flow scripts
make -C /OpenROAD-flow-scripts/flow DESIGN_CONFIG=/design/flow/config.mk WORK_HOME=/design/flow/orfs finish

===== design/flow/config.mk =====
export PLATFORM = sky130hd
export DESIGN_NAME = pwm_encoder
export DESIGN_NICKNAME = pwm_encoder
export VERILOG_FILES = /design/flow/design.v
export SDC_FILE = /design/flow/constraint.sdc
export NUM_CORES = 4
export LEC_CHECK = 1
export CORE_UTILIZATION = 50
export SYNTH_HDL_FRONTEND = slang

===== design/flow/constraint.sdc =====
current_design pwm_encoder

set clk_period 14.3
set clk_io_pct 0.2

create_clock -name clk0 -period $clk_period [get_ports {clk}]

set non_clock_inputs [all_inputs -no_clocks]
set_input_delay [expr $clk_period * $clk_io_pct] -clock clk0 $non_clock_inputs
set_output_delay [expr $clk_period * $clk_io_pct] -clock clk0 [all_outputs]

==> impl_metrics.env <==
# physical design summary
export IMPL_dpl_hpwl_um=25120
export IMPL_period_needed_ns=5.237
export IMPL_syn_to_final_growth_pct=10.48
export IMPL_log_warning_count=25
export IMPL_setup_tns_ns=0
export IMPL_relSlewSlack_pct=46.56
export IMPL_vias=11320
export IMPL_rsz0062_at_grt="false"
export IMPL_synthArstFlopShare_pct=0
export IMPL_cts_resized=0
export IMPL_fin_util_pct=56.83
export IMPL_critical_path_class="primary input to flop"
export IMPL_synth_cell_type_count=86
export IMPL_final_max_slew_violation_count=0
export IMPL_grt_overflow_total=0
export IMPL_routabilityCongestion=0.9791
export IMPL_hold_slack_ns=0.4577
export IMPL_grt_usage_pct=27.43
export IMPL_p_per_area_mw_per_mm2=79.76
export IMPL_core_area_mm2=0.02375
export IMPL_antenna_found_initial=0
export IMPL_setup_ws_ns=9.063
export IMPL_critical_path_max_fanout=3
export IMPL_cts_made_buffers=17
export IMPL_worstPathRequired_ns=14.65
export IMPL_drt_iter0_markers=700
export IMPL_place_area_mm2=0.01291
export IMPL_flop_cell="dfxtp_1"
export IMPL_dieArea_mm2=0.02507
export IMPL_wl_per_cell_um=16.72
export IMPL_rows=56
export IMPL_leakagePower_uw=0.005765
export IMPL_ys_seq_share_pct=21.63
export IMPL_drc=0
export IMPL_ant_nets=0
export IMPL_drt_pass1_iter_count=5
export IMPL_clk_path_buf_depth=2
export IMPL_ir_drop_uv=78.91
export IMPL_startpoint_type="primary input"
export IMPL_clk_latency_ns=0.43
export IMPL_synthCells=1621
export IMPL_ys_cells=1621
export IMPL_grt_max_degree=82
export IMPL_min_path_type="flop to flop"
export IMPL_syn_mean_instance_area_um2=7.538
export IMPL_power_frac_comb_pct=23.3
export IMPL_seq_power_share_pct=34.5
export IMPL_hold_viol=0
export IMPL_ioPinCount=54
export IMPL_post_cts_buffers=0
export IMPL_grt_pass1_vias=10330
export IMPL_status="finished clean"
export IMPL_clock_sinks=132
export IMPL_post_place_ws_ns=8.654
export IMPL_die_w_um=158.3
export IMPL_clk_pin_slew_ns=0.06
export IMPL_ys_chip_area_mm2=0.01222
export IMPL_p_int_uw=745.2
export IMPL_finalCritPeriodShare_pct=36.62
export IMPL_viasPerCell=5.763
export IMPL_htree_levels=4
export IMPL_cap_violations=0
export IMPL_setup_viol=0
export IMPL_final_cell_mix="nand2_1, dfxtp_1, ha_1, a21oi_1, inv_1"
export IMPL_grt_pass1_wl_um=53760
export IMPL_num_antenna_cells=0
export IMPL_syn_area_mm2=0.01222
export IMPL_cts_root_buf="clkbuf_16"
export IMPL_lay_top_count="nand2_1"
export IMPL_swShare_pct=30.79
export IMPL_hold_buffers=0
export IMPL_design_area_mm2=0.01350
export IMPL_pwr_share_clk_pct=42.3
export IMPL_fin_worst_skew_ns=0.01647
export IMPL_drt_wl_total_um=32850
export IMPL_io_buffers=53
export IMPL_end_kind="flop"
export IMPL_worst_pin_slew_ns=0.7958
export IMPL_ys_ff=132
export IMPL_synth_warnings=0
export IMPL_fp_dieH_um=158.3
export IMPL_drive_gt1_share_pct=4.134
export IMPL_tritoncts="built"
export IMPL_fp_util_pct=51.44
export IMPL_edf_count=0
export IMPL_p_switching_uw=331.5
export IMPL_crit_arrival_ns=5.59
export IMPL_max_freq_mhz=191.0
layout make-up:
| cell class | instances | area, um2 |
|---|---|---|
| multi-input cells | 1310 | 8833 |
| repair buffers | 68 | 640.6 |
| clock buffers | 17 | 425.4 |
| flip-flops and latches | 132 | 2643 |
| clock inverters | 14 | 167.7 |
| fillers | 2226 | 10250 |
| well taps | 319 | 399.1 |
| inverters | 104 | 390.4 |
metrics by stage:
stage | power [uW] | cells
after floorplan | 548.3 | 1621
after global placement | 628.6 | 1933
after detailed placement | 627.9 | 1933
after CTS | 1087 | 1964
after global routing | 1132 | 1964
final | 1077 | 1964
routing by layer:
layer / up-vias / routed length [um] / part of all wire (%) / GRT usage (%)
li1: 5812 / - / - / -
met1: 5202 / 16300 / 50 / 41.94
met2: 265 / 14270 / 43 / 42.48
met3: 40 / 1730 / 5.3 / 3.491
met4: 0 / 543 / 1.7 / 4.396
met5: - / 0 / 0 / 0
synth_stat cells, types with 4 or more instances:
master | instances | area (um2)
nand3_1 | 36 | 180.2
a21boi_0 | 6 | 45.04
clkbuf_1 | 51 | 191.4
nor3_1 | 31 | 155.2
o31ai_1 | 6 | 45.04
ha_1 | 120 | 1501
o21a_1 | 39 | 292.8
nor2b_1 | 17 | 106.4
xor2_1 | 42 | 367.9
or3_1 | 17 | 106.4
a21oi_1 | 105 | 525.5
o22ai_1 | 4 | 25.02
a311oi_1 | 4 | 35.03
xnor2_1 | 74 | 648.1
a21o_1 | 24 | 180.2
nor2_1 | 84 | 315.3
buf_4 | 4 | 30.03
a21boi_1 | 5 | 37.54
o21bai_1 | 8 | 60.06
a211oi_1 | 17 | 127.6
or2_1 | 4 | 25.02
and2_1 | 56 | 350.3
o311ai_0 | 5 | 43.79
nand2b_1 | 9 | 56.30
a31oi_1 | 14 | 87.58
dfxtp_1 | 132 | 2643
nand4_1 | 58 | 362.9
inv_1 | 103 | 386.6
mux2i_1 | 70 | 700.7
buf_2 | 17 | 85.08
or4_1 | 4 | 30.03
nand2_1 | 253 | 949.7
o21ai_0 | 44 | 220.2
o21ai_1 | 16 | 80.08
and4_1 | 10 | 87.58
and3_1 | 18 | 112.6
a2111oi_0 | 11 | 96.34
o41ai_1 | 4 | 35.03
o211ai_1 | 17 | 127.6
nor4_1 | 17 | 106.4
cells by family after synthesis:
group	Yosys count	share of synthesized area [%]
AOI/OAI and AO/OA	369	20.08
xor gates and xnor gates	116	8.315
adders and majority gates	121	12.45
buffers and inverters	179	6.082
DFF	132	21.63
muxes	75	6.195
and+or+nand+nor	629	25.25
flip-flops by register name, summed over array words and instances, names as in the netlist:
register / cells
micros: 64
t0: 64
pwm: 4
critical path: stages:
cell             delay [ns]
clkdlybuf4s50_1        0.46
ha_1                   0.24
or3_1                  0.38
o41ai_1                0.33
xor2_1                 0.20
ha_1                   0.26
nand4_1                0.12
a21oi_1                0.05
a2111oi_0              0.35
o311ai_0               0.18
a21boi_1               0.15
power by group through the flow:
stage / combinational, uW / sequential [uW] / clock (uW)
after CTS: 250 / 371 / 466
final: 250 / 371 / 455
after global routing: 281 / 371 / 480
path summary, 6_finish.rpt:
path | slack [ns] | cells after the start | start | end
hold reg to reg | 0.46 | 2 | t0[6] | t0[6]
setup reg to reg | 9.53 | 13 | micros[36] | t0[28]
hold / removal | 0.46 | 2 | t0[6] | t0[6]
setup / recovery | 9.06 | 11 | val[15] | pwm[2]
Power figures rest on the tool's default switching activity, not on a simulated workload.
