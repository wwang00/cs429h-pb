==> /design/flow/run.sh <==
#!/bin/bash
# OpenROAD 26Q1-2900-gdf79404cd8, Yosys 0.63+post, stock flow scripts
make -C /OpenROAD-flow-scripts/flow DESIGN_CONFIG=/design/flow/config.mk WORK_HOME=/design/flow/orfs finish
==> /design/flow/config.mk <==
export PLATFORM = sky130hd
export DESIGN_NAME = ppm_decoder_test2
export DESIGN_NICKNAME = ppm_decoder_test2
export VERILOG_FILES = /design/flow/design.v
export SDC_FILE = /design/flow/constraint.sdc
export NUM_CORES = 4
export LEC_CHECK = 1
export CORE_UTILIZATION = 50
export SYNTH_HDL_FRONTEND = slang
==> /design/flow/constraint.sdc <==
current_design ppm_decoder_test2

set clk_period 13.8
set clk_io_pct 0.2

create_clock -name clk0 -period $clk_period [get_ports {clk}]
create_clock -name clk1 -period $clk_period [get_ports {ppm}]

set non_clock_inputs [all_inputs -no_clocks]
set_input_delay [expr $clk_period * $clk_io_pct] -clock clk0 $non_clock_inputs
set_output_delay [expr $clk_period * $clk_io_pct] -clock clk0 [all_outputs]
==> /design/flow/design.v <==
module ppm_decoder_test2(clk, ppm, ch, LED, LED_PPM, LED_CLK);
input logic clk;
input logic ppm;
output logic [15:0] ch [0:5] = '{default:16'b0};
output logic [15:0] LED = 16'h0000;
output logic LED_PPM = 1;
output logic LED_CLK = 1;
logic [15:0] buffer [0:12] = '{default:16'b0};
logic [15:0] ch_tmp [0:12] = '{default:16'b0};
logic [63:0] micros = 63'b0;
logic [63:0] t1 = 63'b0;
logic [63:0] dt = 63'b0;
logic [31:0] i = 32'b0;
logic [31:0] clk_ctr = 31'b0;
always @(posedge ppm) begin
	LED_PPM <= ~LED_PPM;
	t1 <= micros;
	dt <= micros - t1;
	if(i >= 13) begin
		LED <= dt[15:0];
		ch_tmp[0] <= buffer[0];
		ch_tmp[1] <= buffer[1];
		ch_tmp[2] <= buffer[2];
		ch_tmp[3] <= buffer[3];
		ch_tmp[4] <= buffer[4];
		ch_tmp[5] <= buffer[5];
		ch_tmp[6] <= buffer[6];
		ch_tmp[7] <= buffer[7];
		ch_tmp[8] <= buffer[8];
		ch_tmp[9] <= buffer[9];
		ch_tmp[10] <= buffer[10];
		ch_tmp[11] <= buffer[11];
		ch_tmp[12] <= buffer[12];
		i <= 32'b0;
	end else begin
		buffer[i] <= dt[15:0];
		i <= i + 1;
	end
end
always @(posedge clk) begin
	if(ch_tmp[0] > 4000) begin
		ch[0] <= ch_tmp[0 + 1];
		ch[1] <= ch_tmp[0 + 2];
		ch[2] <= ch_tmp[0 + 3];
		ch[3] <= ch_tmp[0 + 4];
		ch[4] <= ch_tmp[0 + 5];
		ch[5] <= ch_tmp[0 + 6];
	end else if(ch_tmp[1] > 4000) begin
		ch[0] <= ch_tmp[1 + 1];
		ch[1] <= ch_tmp[1 + 2];
		ch[2] <= ch_tmp[1 + 3];
		ch[3] <= ch_tmp[1 + 4];
		ch[4] <= ch_tmp[1 + 5];
		ch[5] <= ch_tmp[1 + 6];
	end else if(ch_tmp[2] > 4000) begin
		ch[0] <= ch_tmp[2 + 1];
		ch[1] <= ch_tmp[2 + 2];
		ch[2] <= ch_tmp[2 + 3];
		ch[3] <= ch_tmp[2 + 4];
		ch[4] <= ch_tmp[2 + 5];
		ch[5] <= ch_tmp[2 + 6];
	end else if(ch_tmp[3] > 4000) begin
		ch[0] <= ch_tmp[3 + 1];
		ch[1] <= ch_tmp[3 + 2];
		ch[2] <= ch_tmp[3 + 3];
		ch[3] <= ch_tmp[3 + 4];
		ch[4] <= ch_tmp[3 + 5];
		ch[5] <= ch_tmp[3 + 6];
	end else if(ch_tmp[4] > 4000) begin
		ch[0] <= ch_tmp[4 + 1];
		ch[1] <= ch_tmp[4 + 2];
		ch[2] <= ch_tmp[4 + 3];
		ch[3] <= ch_tmp[4 + 4];
		ch[4] <= ch_tmp[4 + 5];
		ch[5] <= ch_tmp[4 + 6];
	end else if(ch_tmp[5] > 4000) begin
		ch[0] <= ch_tmp[5 + 1];
		ch[1] <= ch_tmp[5 + 2];
		ch[2] <= ch_tmp[5 + 3];
		ch[3] <= ch_tmp[5 + 4];
		ch[4] <= ch_tmp[5 + 5];
		ch[5] <= ch_tmp[5 + 6];
	end else if(ch_tmp[6] > 4000) begin
		ch[0] <= ch_tmp[6 + 1];
		ch[1] <= ch_tmp[6 + 2];
		ch[2] <= ch_tmp[6 + 3];
		ch[3] <= ch_tmp[6 + 4];
		ch[4] <= ch_tmp[6 + 5];
		ch[5] <= ch_tmp[6 + 6];
	end
end
always @(posedge clk) begin
	LED_CLK <= ~LED_CLK;
	if(clk_ctr >= 49) begin
		micros <= micros + 1;
		clk_ctr <= 31'b0;
	end else begin
		clk_ctr <= clk_ctr + 1;
	end
end
endmodule
==> README.md <==
| Result | This run |
|---|---|
| Outcome | finished clean |
| Final worst clock skew | 0.0159 ns |
| Boundary Pins | 116 |
| # Post-CTS Setup Buffers | 0 |
| Number of standard cells after synthesis | 1820 |
| Placeable Area | 50300 um^2 |
| Data required time at the worst endpoint | 14.10 ns |
| Fraction of layout instances using a drive strength above 1 | 8.11% |
| RSZ-0062 raised after global routing | no |
| Seq/Total Area, Yosys | 71.8% |
| Final count of pins violating max slew | 0 |
| Average cell area after synthesis | 14.0 um^2 |
| Delay of the slowest critical-path stage | 0.75 ns |
| IO Port Bufs | 114 |
| Chip area in the Yosys report | 25500 um^2 |
| Final antenna diode count | 0 |
| Total global routing track utilization | 30.3% |
| Average vias per placed instance | 6.07 |
| Most numerous cell on the critical path | buf_4 |
| Cell accounting for the most synthesized area | edfxtp_1 |
| Final TNS setup | 0 ns |
| Remaining DRCs | 0 |
| Peak ir drop on the vdd network | 0.000109 V |
| Die X-Extent | 228 um |
| Switching Share | 21.1% |
| Global-route wire length before repair | 105 mm |
| Worst Setup Start Kind | register |
| Via count of the first global-routing pass | 16.5k |
| Number of flip-flops and latches in the synthesized netlist | 642 |
| Critical setup path kind | reg2reg |
| Critical Path AT | 4.93 ns |
| Chip Area | 51900 um^2 |
| Number of cells upsized or downsized after cts | 0 |
| Clock transition at the register clock pins on the worst setup and hold paths after CTS | 0.07 ns |
| Total of hold buffers inserted after clock tree synthesis | 0 |
| Core utilization before placement | 50.7% |
| Count of fill cells added during filler insertion | 3832 |
| Number of maximum-capacitance constraint violations | 0 |
| Antenna violations before repair | 2 |
| Total Power | 3.90 mW |
| Vertical die size | 228 um |
| Maximum number of pins on one net before global-route repair | 122 |
| Global placer's final weighted congestion | 0.975 |
| Internal power | 3.08 mW |
| Iter 0 DRT Violations | 1979 |
| Num Clock Sinks | 642 |
| Total setup violations reported at the end of the flow | 0 |
| Number of placement rows | 82 |
| Area growth syn-to-layout | 16.4% |
| Number of cells in Yosys stat | 1820 |
| Worst-path cell with the longest stage delay | buf_4 |
| TritonCTS clock tree | done |
| Biggest fanout along the worst timing path | 80 |
| Number of enable-type register cells in the synthesized netlist | 544 |
| Tightest Hold Check Type | reg2reg |
| Count of TritonRoute iterations in the first routing pass | 9 |
| Total routed wirelength | 70.6 mm |
| Net Switching | 0.823 mW |
| Relative slew slack | 42.3% |
| Ordered list of cells on the worst path | or4_1 -> nor3_1 -> nor3_1 -> nor2_4 -> buf_4 -> buf_4 -> buf_4 -> o221ai_1 -> o21ai_1 |
| Leakage Power | 10.7 nW |
| Cell Pwr Density | 132 nW/um^2 |
| Count of cell types in the netlist | 51 |
| Antenna Violating Nets Remaining | 0 |
| Number of hold-slack violations in the final timing report | 0 |
| Flip-flop cell with the highest count after synthesis | edfxtp_1 |
| Top post-synthesis cells by area | edfxtp_1 64%, dfxtp_1 7.7%, nand2_1 4.5% |
| OpenROAD warning count | 34 |
| Cell area after technology mapping | 25500 um^2 |
| Category of the worst setup path capture point | register |
| Area share of the leading cell type in the synthesized netlist | 64.1% |
| Remaining Overflow, GRT | 0 |
| Half-perimeter wire length of the detailed placement result | 43.1 mm |
| Via count of the routed design | 16.4k |
| Slew of the pin with the lowest slew margin | 0.864 ns |
| Proportion of synthesized flip-flops having asynchronous set or reset | 0% |
| Post-DR wirelength/cell | 26.2 um |
| Clk pwr share | 46.5% |
| Combinational Power Share | 0.1% |
| Total number of yosys warnings | 0 |
| Flop pwr share | 53.4% |
## through the flow
stage               instances  util (%)  hold slack [ns]  instance area, um^2  setup WS (ns)
floorplan                1872         -            0.338                25700           3.22
global placement         2568      54.6            0.358                27500           9.46
global route             2693      59.0            0.394                29700           9.01
CTS                      2693      59.0            0.360                29700           9.31
detailed placement       2568      54.6            0.363                27500           9.43
finish                   2693      59.0            0.357                29700           9.18
## worst max-delay path, delay by kind of cell, from the launching register on
family | cells | cell delay, ns
and+or+nand+nor | 4 | 1.15
buffers and inverters | 3 | 1.86
AOI/OAI and AO/OA | 2 | 0.73
DFF | 1 | 0.53
## synthesized netlist by cell type (all sizes together), types with 8 or more instances
library cell / instances
edfxtp: 544
nand2: 307
nand3: 112
o21ai: 111
dfxtp: 98
a222oi: 96
mux2i: 96
o221ai: 92
clkbuf: 82
buf: 49
inv: 28
nor2: 26
ha: 24
nor4: 19
xnor2: 19
a21oi: 15
and2: 14
xor2: 14
nor3: 11
and3: 9
nand4: 8
## path summary, 6_finish.rpt
check                           cells past startpoint                 endpoint               startpoint  slack, ns
worst max-delay path                                9         ch[71]$_DFFE_PP_  ch_tmp[0][66]$_DFFE_PN_       9.18
worst min-delay path                                0           t1[15]$_DFF_P_     micros[15]$_DFFE_PP_       0.36
worst max register to register                      9         ch[71]$_DFFE_PP_  ch_tmp[0][66]$_DFFE_PN_       9.18
worst min register to register                      0           t1[15]$_DFF_P_     micros[15]$_DFFE_PP_       0.36
max in group clk1                                   8  ch_tmp[1][62]$_DFFE_PN_          i[1]$_SDFF_PN0_      10.33
min in group clk0                                   1          LED_CLK$_DFF_P_          LED_CLK$_DFF_P_       0.38
## sequential cells by signal, summed over array words and instances (netlist names)
name     flops
ch          96
ch_tmp     208
t1          16
buffer     208
LED_PPM      1
dt          16
clk_ctr     32
micros      16
LED_CLK      1
i           32
LED         16
## cell families after synthesis
kind of cell / after synthesis / synth area share [%]
flip-flops: 642 / 71.8
XOR/XNOR: 33 / 1.13
other: 1 / 0.0147
buffers and inverters: 159 / 2.78
multiplexers: 96 / 3.77
adder cells (fa/ha/maj): 25 / 1.26
AND/OR/NAND/NOR: 528 / 9.19
AND-OR/OR-AND: 336 / 10.1
## layout by cell type, fill, tap and decap left out, drive strengths merged, types with 3 or more instances in the layout
cell           instances
o211ai                 4
a211oi                 3
dfxtp                 98
nor2b                  3
ha                    24
nand4                  8
or4                    7
xnor2                 19
clkbuf                74
o31ai                  3
nor2                  26
mux2i                 96
edfxtp               544
nand2b                 5
and2                  14
clkdlybuf4s50        114
xor2                  14
nor3                  11
a21oi                 15
buf                   41
clkinv                33
nand3                112
o21ai                111
conb                  53
inv                   40
o221ai                92
nor4                  19
a222oi                96
bufinv                 4
and3                   9
nand2                307
## power by group through the flow
stage	combinational, mW	sequential, mW	clock (mW)
6_report	0.00377	2.08	1.82
5_1_grt	0.00479	2.08	1.93
4_1_cts	0.00395	2.08	1.86
## area by class of cell
type	count	area, um^2	share of cell area, %
Timing Repair Buffer	155	1470	4.97
Clock inverter	51	473	1.59
Sequential cell	642	18300	61.7
Tap cell	672	841	2.83
Multi-Input combinational cell	1071	6750	22.8
Inverter	28	105	0.354
Clock buffer	74	1720	5.81
## metal layers
layer / share of wire, % / GRT usage, %
met2: 49 / 45.9
met4: 5.5 / 12.9
met1: 34 / 41.0
met5: 0.076 / 0.735
met3: 12 / 13.1
Power is estimated from default activity; no workload was simulated.
